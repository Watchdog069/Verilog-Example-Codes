**/design/flow/design.v**
```verilog
module shiftreg (clk,rst,q);
	parameter width=7;
	input clk,rst;
	output reg [width:0] q = 8'b11010100;
	integer i;
	always @(posedge clk)
	begin
		if(rst)
			q<=8'b0;
		else begin
				for(i=0;i<=width-1;i=i+1) begin
					q[i]<=q[i+1];
				end
				q[width]=q[0];   
			end	
	end
endmodule
```
**/design/flow/run.sh**
```bash
#!/bin/bash
# OpenROAD 26Q1-2900-gdf79404cd8, Yosys 0.63+post, stock flow scripts
make -C /OpenROAD-flow-scripts/flow DESIGN_CONFIG=/design/flow/config.mk WORK_HOME=/design/flow/orfs finish
```
**/design/flow/config.mk**
```make
export PLATFORM = sky130hd
export DESIGN_NAME = shiftreg
export DESIGN_NICKNAME = shiftreg
export VERILOG_FILES = /design/flow/design.v
export SDC_FILE = /design/flow/constraint.sdc
export NUM_CORES = 4
export LEC_CHECK = 1
export CORE_AREA = 10 10 70 70
export DIE_AREA = 0 0 80 80
```
**/design/flow/constraint.sdc**
```tcl
current_design shiftreg

set clk_period 1.0
set clk_io_pct 0.2

create_clock -name clk0 -period $clk_period [get_ports {clk}]

set non_clock_inputs [all_inputs -no_clocks]
set_input_delay [expr $clk_period * $clk_io_pct] -clock clk0 $non_clock_inputs
set_output_delay [expr $clk_period * $clk_io_pct] -clock clk0 [all_outputs]
```
==> results.yml <==
# yosys + openroad results
synthesis:
  synth.logic.top_family: "simple AND/OR/NAND/NOR gates"
  syn_inst: 16
  ys_sh_simple_pct: 23.8
  synth_flops: 8
  fa_ha_area_share_pct: 0
  yosysTopAreaCellShare_pct: 76.2
  area_leaders: "dfxtp_1 76%, nor2b_1 24%"
  mux_share_pct: 0
  yosysWarnings: 1
  ys_cells: 16
  synth_cell_type_count: 2
  largest_area_cell: "dfxtp_1"
  yosysChipArea_um2: 210
  synth_area_um2: 210
  avgSynthCellArea_um2: 13.1
  ys_seq_share_pct: 76.2
  ys_sh_xor_pct: 0
  synthAoiAreaFrac_pct: 0
grt:
  antenna_found_initial: 0
  grt_overflow: 0
  grt_pass1_vias: 188
  grt_max_degree: 9
  grt_pass1_wl_um: 945
  gr-usage-all-layers_pct: 2.07
die:
  core_um2: 3420
  die_y_um: 80
  rows: 21
  die_area_um2: 6400
  ioPinCount: 10
  fp.dieW_um: 80
  fp_util_pct: 6.15
routing:
  antenna_cells: 0
  totalWireLength_um: 619
  drcViolationCount: 0
  ant_nets: 0
  vias: 160
  via_per_inst: 2.11
  wl_per_cell_um: 8.14
  dr.first_iter.drc_count: 5
  drtPass1Iterations: 2
place:
  place_area_um2: 358
  dp_hpwl_um: 453
  portBuffers: 9
  gp_congestion: 0.718
sta:
  drv_slew: 0
  setup_viol: 0
  max_slew_margin_pct: 80.9
  timing.fmax_mhz: 1070
  rsz0062_at_grt: "false"
  tightest_slew_ns: 0.286
  finalClockSkew_ns: 0.000874
  period_used_pct: 93.9
  hold_viol: 0
  finalCriticalPeriod_ns: 0.939
power:
  seqPwrFrac_pct: 55.3
  peakVddDrop_mv: 0.338
  p_sw_share_pct: 20.3
  combPwrFrac_pct: 1.4
  design_power_total_mw: 0.576
  p_leak_nw: 0.152
  power_switching_mw: 0.117
  power_frac_clock_pct: 43.3
  cellPowerDensity_nw_per_um2: 1480
  intPower_mw: 0.460
critical_path:
  critical_path_arrival_ns: 0.74
  cp-start-kind: "flop"
  cp_max_fo: 2
  cp-end-kind: "primary output"
  path_cells: "clkdlybuf4s15_1"
  critPathSlowestCell: "dfxtp_2"
  path_delay_family: "flip-flops"
  cpPeakStageDelay_ns: 0.32
  worstSetupPathType: "reg2out"
  critPathRequiredTime_ns: 0.80
  reg2reg_depth: 2
  cp_num_buf_inv: 1
  worstSetupPathDepth: 1
min_path:
  min_path_cells: 1
  holdCritPathClass: "reg2reg"
layout:
  area_growth_pct: 85.7
  max_flop_register: "q"
  reg.largest.list: "q x8"
  layout_top_cells: "8 x nor2b_1, 8 x dfxtp_2, 5 x clkdlybuf4s15_1, 3 x clkbuf_4, 3 x clkbuf_2"
  drive_gt1_share_pct: 53.3
  fin_area_um2: 390
  final_core_util_pct: 11.4
  largest_register_ffs: 8
cts:
  cts_root_buffer: "clkbuf_4"
  clk_pin_slew_worst_paths_ns: 0.05
  h-tree-depth: 1
  worstSkewPairLatency_ns: 0.25
  cts_made_buffers: 3
  clock-sinks: 8
  clockBufferDepth: 2
  cts_tree: "built"
status:
  status: "completed"
run:
  maxCapViolCount: 0
  warning_count: 25
repair_timing:
action                     CTS  global route
gates cloned                 0             0
setup endpoints to repair    8             3
hold buffers                 0             0
gates resized               24             3
buffers inserted             2             0
hold endpoints to repair     0             0
cells by family after synthesis:
kind of cell | after synthesis
simple gates | 8
flops | 8
worst paths after layout:
path,start,endpoint,slack [ns]
max reg2reg,q[1],q[0],0.32
min,q[5],q[4],0.47
max,q[3],q[3],0.06
min reg2reg,q[5],q[4],0.47
routing by layer:
metal / global-route usage (%) / share of wire [%]
met1: 2.21 / 43
met2: 1.52 / 23
met3: 3.86 / 34
met4: 0.528 / 0
met5: 0 / 0
cell type report:
class                      count  area [um2]
multi-input combinational      8        50.0
sequential                     8         170
clock buffer                   3        22.5
timing repair buffer          11        90.1
fill                         400        3030
tap                           46        57.6
synth_stat cells:
library cell / n
dfxtp_1: 8
nor2b_1: 8
power groups by stage:
stage / registers, mW / logic [mW] / clock network, mW
after CTS: 0.319 / 0.00808 / 0.251
after global routing: 0.318 / 0.00879 / 0.276
final: 0.319 / 0.00818 / 0.250
stage by stage:
step | worst slack, ns | cells | hold slack [ns] | TNS, ns
5_1_grt | 0.0140 | 76 | 0.476 | 0
2_1_floorplan | 0.510 | 16 | 0.272 | 0
6_report | 0.0612 | 76 | 0.468 | 0
3_3_place_gp | -0.0165 | 71 | 0.457 | -0.0275
3_5_place_dp | -0.0370 | 71 | 0.461 | -0.245
4_1_cts | 0.0155 | 76 | 0.466 | 0
Power is estimated from default activity; no workload was simulated.
