--- /design/flow/config.mk ---
export PLATFORM = sky130hd
export DESIGN_NAME = alu
export DESIGN_NICKNAME = alu
export VERILOG_FILES = /design/flow/design.v
export SDC_FILE = /design/flow/constraint.sdc
export NUM_CORES = 4
export LEC_CHECK = 1
export CORE_UTILIZATION = 30
--- /design/flow/design.v ---
module alu(clk,a,b,s,out,rst);
	input [31:0] a,b;
	input [2:0] s;
	input clk,rst;
	output reg [31:0] out=0;
	always @(posedge clk)
	begin
		if(rst)
			out<=0;
		else
		begin
			case(s)
				3'b000: out <= a+b;
				3'b001: out <= a-b;
				3'b010: out <= a&b;
				3'b011: out <= a|b;
				3'b100: out <= a^b;
				3'b101: out <= ~a;
				3'b110: out <= a>>b;
				3'b111: out <= a<<b;
			endcase 
		end	 	
	end
endmodule
--- /design/flow/constraint.sdc ---
current_design alu

set clk_period 10.9
set clk_io_pct 0.2

create_clock -name clk0 -period $clk_period [get_ports {clk}]

set non_clock_inputs [all_inputs -no_clocks]
set_input_delay [expr $clk_period * $clk_io_pct] -clock clk0 $non_clock_inputs
set_output_delay [expr $clk_period * $clk_io_pct] -clock clk0 [all_outputs]
--- /design/flow/run.sh ---
#!/bin/bash
# OpenROAD 26Q1-2900-gdf79404cd8, Yosys 0.63+post, stock flow scripts
make -C /OpenROAD-flow-scripts/flow DESIGN_CONFIG=/design/flow/config.mk WORK_HOME=/design/flow/orfs finish
==> impl_metrics.yaml <==
# physical design summary
clocking:
  cts.sinks: 32
  post-cts-setup-buffers: 0
  cts_tree: "yes"
  root_buffer: "clkbuf_16"
  clk_pin_slew_ns: 0.06
  ctsResizeCount: 0
  htreeDepth: 2
  clock_path_buffers: 2
  cts-buffers-inserted: 5
  hold_buffers: 0
power_and_ir_drop:
  leakagePower_nw: 3.94
  total_power_w: 0.000787
  power_density_nw_per_um2: 78.8
  peakVddDrop_v: 0.0000476
routing:
  wl_met1_um: 17800
  wl_met3_um: 4210
  drt_wl_total_um: 40200
  first_pass_iters: 5
  maxUsedRoutingLayer: "met4"
  vias: 9646
  drc: 0
  drt_iter0_drc: 870
  antenna_left: 0
  wl_per_cell_um: 25.6
  diodes: 0
  wl_met2_um: 17000
  post_drt_via_cell_ratio: 6.14
worst_setup_path:
  critPathCaptureType: "flip-flop"
  worstPathArrival_ns: 7.10
  critPathRequiredTime_ns: 11.05
  path_max_fanout: 25
  cp-start-kind: "primary input"
  path_class: "primary input to flip-flop"
placed_design:
  gp_congestion: 1.01
  port_buffers: 100
  dp_hpwl_um: 31100
  dp.cells: 1564
final_layout:
  area_delta_synth_final_pct: 17.3
  fillCellCount: 2975
  reg_top3: "out (32)"
  drive_above_1_share_pct: 8.97
  final_core_util_pct: 35.9
  layout.cells.non_filler: 1571
  top_register: "out"
  largest_reg_flops: 32
run:
  cap_violations: 0
  warnings: 58
final_timing:
  tns_ns: 0
  setup_viol: 0
  hold_viol_final: 0
  worstMarginPinSlew_ns: 0.942
  relSlewSlack_pct: 36.6
  timing.final.crit_share_pct: 63.8
  period_needed_ns: 6.95
  rsz0062_at_grt: "no"
  slew_violations: 0
  fmax_ghz: 0.144
yosys:
  synth_cell_types: 74
  ys_cells: 1137
  edf_count: 0
  async_reset_ff_share_pct: 0
  area_leaders: "ha_1 14%, mux4_2 11%, dfxtp_1 7.5%, mux2i_1 5.9%, nor2_1 5.6%"
  ff_type: "dfxtp_1"
  syn-cell-area_um2: 8520
  synthCells: 1137
  avgSynthCellArea_um2: 7.49
  top_area_share_pct: 14.1
  ys_warn_count: 1
  top_area_cell: "ha_1"
  ys_ff: 32
  ys_area_um2: 8520
  yosys.stat.seqShare_pct: 7.52
floorplanning:
  die_area_um2: 29100
  fp_util_pct: 30.6
  fp.coreArea_um2: 27900
  rows: 61
  die_h_um: 171
  io_pins: 101
  die_x_um: 171
worst_hold_path:
  hold-path-cell-count: 6
  min_from: "b[3]"
  min_to: "out[13]"
  hold_class: "primary input to flip-flop"
global_route:
  track_usage_pct: 28.2
  antenna_found_initial: 0
  grt_first_pass_wirelength_um: 59000
  overflow: 0
  grt_max_degree: 56
  grt_pass1_vias: 8913
outcome:
  status: "finished clean"
[critical path, cell delays in order]
cell,delay (ns)
clkdlybuf4s50_1,0.41
buf_4,0.24
or4_1,0.64
or3_1,0.46
nor3_2,0.30
nand2_1,0.16
nor2_1,0.25
a41oi_1,0.20
xnor2_1,0.18
ha_1,0.36
nor2b_1,0.18
a21oi_1,0.30
o21ai_0,0.22
nor4_1,0.85
o22ai_1,0.15
[power by group]
part / switching, W / internal [W]
logic: 0.000305 / 0.000197
registers: 0.00000320 / 0.000129
clock network: 0.0000574 / 0.0000960
total: 0.000366 / 0.000422
[cell type report]
class	instances	area, µm²	area share, %
Multi-Input combinational cell	961	7310	73.1
Timing Repair Buffer	123	1160	11.6
Sequential cell	32	641	6.41
Inverter	70	263	2.63
Tap cell	378	473	4.73
Clock buffer	7	153	1.53
[worst max-delay path by stage]
| stage | cells after the start | slack [ns] | endpoint | from |
|---|---|---|---|---|
| 4_1_cts | 17 | 4.02 | out[31] | b[4] |
| 5_1_grt | 14 | 3.68 | out[29] | b[5] |
| 6_report | 15 | 3.95 | out[29] | b[4] |
[cell families (layout without fill, tap and decap cells)]
group / count (synthesis) / after routing / synth area share [%]
simple gates: 365 / 365 / 20.2
compound gates: 336 / 336 / 26.4
buf+inv: 144 / 200 / 6.77
mux: 112 / 112 / 19.6
fa+ha+maj: 97 / 97 / 14.3
xor+xnor: 51 / 51 / 5.24
flops: 32 / 32 / 7.52
[synthesized netlist by cell type (14+ instances only)]
| library cell | count |
|---|---|
| o211ai_1 | 14 |
| nand2_1 | 107 |
| o22ai_1 | 29 |
| a31oi_1 | 23 |
| inv_1 | 67 |
| nor3_1 | 35 |
| mux4_2 | 42 |
| a21oi_1 | 63 |
| mux2_2 | 16 |
| o21ai_0 | 61 |
| a22o_1 | 14 |
| clkbuf_1 | 50 |
| nand3_1 | 14 |
| mux2i_1 | 50 |
| dfxtp_1 | 32 |
| ha_1 | 96 |
| nor2_1 | 127 |
| xnor2_1 | 40 |
| a211oi_1 | 28 |
| or3_1 | 14 |
[per-stage QoR]
stage / area, µm² / hold slack, ns / setup slack, ns
after floorplan: 8520 / 2.41 / 4.65
after global placement: 9840 / 2.84 / 3.73
after detailed placement: 9840 / 2.84 / 3.72
after CTS: 10000 / 2.65 / 4.02
after global routing: 10000 / 2.68 / 3.68
final: 10000 / 2.67 / 3.95
[layer usage]
metal | track usage, % | up-vias
li1 | - | 4385
met1 | 41.8 | 4680
met2 | 41.0 | 517
met3 | 6.99 | 64
met5 | 0 | -
met4 | 7.32 | 0
[placed cells by master, fill, tap and decap left out, drive strengths merged, types with 23 or more instances in the layout]
cell | synthesis | final
clkdlybuf4s50 | 0 | 96
a31oi | 23 | 23
nor2 | 127 | 127
dfxtp | 32 | 32
buf | 24 | 27
o21ai | 69 | 69
o22ai | 29 | 29
mux4 | 42 | 42
ha | 96 | 96
mux2i | 50 | 50
inv | 69 | 69
nor3 | 36 | 36
xnor2 | 40 | 40
a211oi | 29 | 29
nand2 | 108 | 108
a21oi | 63 | 63
