==> config.mk <==
export PLATFORM = sky130hd
export DESIGN_NAME = counter
export DESIGN_NICKNAME = counter
export VERILOG_FILES = /design/flow/design.v
export SDC_FILE = /design/flow/constraint.sdc
export NUM_CORES = 4
export LEC_CHECK = 1
export CORE_AREA = 10 10 70 70
export DIE_AREA = 0 0 80 80
==> constraint.sdc <==
current_design counter

set clk_period 1.8
set clk_io_pct 0.2

create_clock -name clk0 -period $clk_period [get_ports {clk}]

set non_clock_inputs [all_inputs -no_clocks]
set_input_delay [expr $clk_period * $clk_io_pct] -clock clk0 $non_clock_inputs
set_output_delay [expr $clk_period * $clk_io_pct] -clock clk0 [all_outputs]
==> design.v <==
module counter(clk,rst,q);
	input clk,rst;
	output reg [3:0] q=0;
	always @(posedge clk) begin 
		if (rst)
			begin
				q <= 4'd0;
			end
		else
			begin
				q <= q + 4'd1;
				if(q==4'd9)
					q<=4'd0;
			end	
	end
endmodule	
==> run.sh <==
#!/bin/bash
# OpenROAD 26Q1-2900-gdf79404cd8, Yosys 0.63+post, stock flow scripts
make -C /OpenROAD-flow-scripts/flow DESIGN_CONFIG=/design/flow/config.mk WORK_HOME=/design/flow/orfs finish
==> flow_summary.ini <==
; physical design summary
[logic_synthesis]
yosysWarnings = 1
synth-async-reset-ratio = 0
yosys_area_um2 = 180
ys_types = 13
synth_top_cell_by_area = dfxtp_1
seq_area_frac_synth = 0.444
postSynthAreaPerCell_um2 = 9.48
syn_inst = 19
area_leaders = dfxtp_1 44%, ha_1 14%, nand4b_1 4.9%
ys_cells = 19
flop_cell = dfxtp_1
synth-edff-count = 0
top_cell = dfxtp_1
synth_top_area_share = 0.444
synth_area_um2 = 180
ys_ff = 4
netlist_top_cells_count = 4 x dfxtp_1, 2 x ha_1, 2 x nand2_1, 2 x nor2_1

[min_path]
min_from = q[0]
hold_depth = 1
min_to = q[0]
hp-class = reg2reg

[clock_tree]
cts_sinks = 4
cts_made_buffers = 3
htreeDepth = 1
cts_tree = yes
clock_latency_ps = 240
postCtsResizedCells = 0
root_buffer = clkbuf_4
clk_pin_slew_ps = 40
cts_hold_buf = 0
clock_path_buffers = 2
cts_setup_buffers = 0

[route]
top_layer_used = met4
routed_wirelength_um = 498
met1Wirelength_um = 285
viasPerCell = 2.36
insertedDiodeCount = 0
drc = 0
wl_met2_um = 136
drtAntennaViolNets = 0
wl_per_cell_um = 6.82
met3_length_um = 72
drtIter0Drc = 2
firstDrtPassIters = 2
vias = 172

[floorplan]
dieWidth_um = 80
chipArea_um2 = 6400
rows = 21
die_y_um = 80
fp-utilization = 0.0527
core-area_um2 = 3420
ios = 6

[worst_setup_path]
end_kind = primary output
path_cells = clkdlybuf4s50_1
crit_buf_inv = 1
rr_worst_depth = 4
crit_path_top_delay_cell = clkdlybuf4s50_1
rrSetupSlack_ps = 580
path_max_fanout = 7
cp.arrival_ps = 1160
reg2reg_to = q[3]
crit_family = buffers and inverters
path_class = reg2out
required_ps = 1440
max_stage_delay_ps = 520
startpoint_type = register
r2r_start = q[1]

[power_and_ir_drop]
p_seq_frac = 0.431
power_switching_mw = 0.0520
cellPowerDensity_nw_per_um2 = 769
p_sw_frac = 0.218
p_leak_nw = 0.0979
power_frac_clock = 0.463
peakVddDrop_mv = 0.337
power.share.combinational = 0.106
p_int_mw = 0.187

[grt]
grt_pass1_vias = 199
antenna_found_initial = 0
grt_pass1_wl_um = 876
grt_max_degree = 8
grt_usage = 0.0185
overflow = 0

[final_layout]
final-comb-area_um2 = 96.3
area_delta_synth_final_pct = 72.2
n_fill_cell = 405
final_area_um2 = 310
largest_reg_flops = 4
regMostFlops = q
drive_gt1_frac = 0.111
reg_top3 = q x4
flop_area_um2 = 80.1

[timing]
fin_crit_ps = 1520
hold_violations = 0
finClkSkew_ps = 4.08
tightestPinTransition_ps = 196
tns_ps = 0
slew_violations = 0
fmaxAchievable_mhz = 656
relSlewSlack = 0.869
setup-violations-final = 0
period_used_share = 0.847
rsz0062_at_grt = no

[placement]
dpl_cell_area_um2 = 288
gp_congestion = 0.695
port_buffers = 5

[job]
drv_cap = 0
tool_warnings = 26

[run_status]
status = finished, final reports clean
[worst max path at each step]
stage	slack (ps)	start	endpoint	depth (start not counted)
5_1_grt	190	q[2]	q[2]	1
4_1_cts	250	q[2]	q[2]	1
6_report	280	q[2]	q[2]	1
[power groups by stage]
stage | Sequential, mW | Combinational, mW | Clock, mW
final | 0.103 | 0.0253 | 0.111
after global routing | 0.105 | 0.0303 | 0.122
after CTS | 0.103 | 0.0260 | 0.114
[per-stage QoR]
stage | setup WS, ps | instances | power [mW] | hold slack, ps | util
after floorplan | 688 | 19 | 0.112 | 429 | -
after CTS | 254 | 73 | 0.243 | 500 | 0.0908
final | 276 | 73 | 0.239 | 494 | 0.0908
after global placement | 524 | 70 | 0.128 | 470 | 0.0842
after detailed placement | 506 | 70 | 0.130 | 490 | 0.0842
after global routing | 189 | 73 | 0.257 | 566 | 0.0908
[kinds of logic after synthesis]
logic type | Yosys count | synth area share
simple gates | 9 | 0.292
flops | 4 | 0.444
compound gates | 3 | 0.104
fa+ha+maj | 2 | 0.139
buf+inv | 1 | 0.0208
[cell type report]
cell class,count,area share
timing repair buffer,5,0.161
inverter,1,0.0121
multi-input combinational,14,0.310
tap,46,0.185
clock buffer,3,0.0726
sequential,4,0.258
[cell usage in the layout (no fill, tap or decap)]
master           n
clkdlybuf4s50_1  5
dfxtp_1          4
clkbuf_4         3
nand2_1          2
nor2_1           2
ha_1             2
inv_1            1
nand3b_1         1
or2b_1           1
a21oi_1          1
nand3_1          1
nand4b_1         1
or3b_1           1
a31oi_1          1
o21bai_1         1
[metal layers]
layer | vias to the layer above | global-route usage
met5 | - | 0
met4 | 0 | 0.00176
met3 | 2 | 0.0182
met2 | 9 | 0.0185
met1 | 75 | 0.0266
li1 | 86 | -
Power and IR drop assume default switching activity.
